==> flow/design.v <==
module prometheus_fx3_ZLP(
	input  rst_n,
  input  clk_100,
  input  zlp_mode_selected,
  input  i_gpif_in_ch0_rdy_d,
  input  i_gpif_out_ch0_rdy_d,
  output o_gpif_we_n_zlp_,
	output o_gpif_pkt_end_n_zlp_,
  output [31:0] data_out_zlp
);
reg [2:0]current_zlp_state;
reg [2:0]next_zlp_state;
parameter [2:0] zlp_idle                          = 3'd0;
parameter [2:0] zlp_wait_flagb              	  = 3'd1;
parameter [2:0] zlp_write                   	  = 3'd2;
parameter [2:0] zlp_write_wr_delay          	  = 3'd3;
parameter [2:0] zlp_wait		          = 3'd4;
reg [3:0]strob_cnt;
reg      strob;
reg [31:0]data_gen_zlp;
reg      o_gpif_pkt_end_n_;
assign o_gpif_we_n_zlp_ = ((current_zlp_state == zlp_write) && (i_gpif_out_ch0_rdy_d == 1'b1)) ? 1'b0 : 1'b1;
always @(posedge clk_100, negedge rst_n)begin
	if(!rst_n)begin
		strob_cnt <= 4'd0;
	end else if(current_zlp_state == zlp_idle)begin
		strob_cnt <= 4'd0;
	end else if(current_zlp_state == zlp_wait)begin
		strob_cnt <= strob_cnt + 1'b1;
	end
end
always@(posedge clk_100, negedge rst_n)begin
	if(!rst_n)begin
		strob <= 1'b0;
	end else if((current_zlp_state == zlp_wait) && (strob_cnt == 4'b0111)) begin
		strob <= !strob;
	end
end
always@(*)begin
	if(zlp_mode_selected & (strob_cnt == 4'b0011) & (strob == 1'b1))begin
		o_gpif_pkt_end_n_ = 1'b0;
	end else begin
		o_gpif_pkt_end_n_ = 1'b1;
	end
end
assign o_gpif_pkt_end_n_zlp_ = o_gpif_pkt_end_n_;
always @(posedge clk_100, negedge rst_n)begin
	if(!rst_n)begin
		current_zlp_state <= zlp_idle;
	end else begin
		current_zlp_state <= next_zlp_state;
	end
end
always@(*)begin
	next_zlp_state = current_zlp_state;
	case(current_zlp_state)
	zlp_idle:begin
		if((zlp_mode_selected) & (i_gpif_in_ch0_rdy_d == 1'b1))begin
			next_zlp_state = zlp_wait_flagb;
		end else begin
			next_zlp_state = zlp_idle;
		end
	end
	zlp_wait_flagb :begin
		if((strob == 1'b1) & (i_gpif_out_ch0_rdy_d == 1'b1))begin
			next_zlp_state = zlp_wait;
		end else if ((i_gpif_out_ch0_rdy_d == 1'b1) && (strob == 1'b0))begin
			next_zlp_state = zlp_write;
		end else begin
			next_zlp_state = zlp_wait_flagb;
		end
	end
	zlp_write:begin
		if(i_gpif_out_ch0_rdy_d == 1'b0)begin
			next_zlp_state = zlp_write_wr_delay;
		end else begin
		 	next_zlp_state = zlp_write;
		end
	end
        zlp_write_wr_delay:begin
		next_zlp_state = zlp_wait;
	end
	zlp_wait:begin
		if(strob_cnt == 4'b1111)begin
			next_zlp_state = zlp_idle;
		end else begin
			next_zlp_state = zlp_wait;
		end
	end
	endcase
end
always @(posedge clk_100, negedge rst_n)begin
	if(!rst_n)begin
		data_gen_zlp <= 32'd0;
	end else if((o_gpif_we_n_zlp_ == 1'b0) & (zlp_mode_selected)) begin
		data_gen_zlp <= data_gen_zlp + 1;
	end else if (!zlp_mode_selected) begin
		data_gen_zlp <= 32'd0;
	end
end
assign data_out_zlp = data_gen_zlp;
endmodule
==> flow/run.sh <==
#!/bin/bash
# OpenROAD 26Q1-2900-gdf79404cd8, Yosys 0.63+post, stock flow scripts
make -C /OpenROAD-flow-scripts/flow DESIGN_CONFIG=/design/flow/config.mk WORK_HOME=/design/flow/orfs finish
==> flow/config.mk <==
export PLATFORM = sky130hd
export DESIGN_NAME = prometheus_fx3_ZLP
export DESIGN_NICKNAME = prometheus_fx3_ZLP
export VERILOG_FILES = /design/flow/design.v
export SDC_FILE = /design/flow/constraint.sdc
export NUM_CORES = 4
export LEC_CHECK = 1
export CORE_UTILIZATION = 40
==> flow/constraint.sdc <==
current_design prometheus_fx3_ZLP

set clk_period 3.4
set clk_io_pct 0.2

create_clock -name clk0 -period $clk_period [get_ports {clk_100}]

set non_clock_inputs [all_inputs -no_clocks]
set_input_delay [expr $clk_period * $clk_io_pct] -clock clk0 $non_clock_inputs
set_output_delay [expr $clk_period * $clk_io_pct] -clock clk0 [all_outputs]
==> impl_metrics.csv <==
group,metric,value,unit
run_status,status,"complete, no violations",
worst_setup_path,crit_type,"in2out",
sta,skew,4.671,ps
worst_setup_path,start_kind,"primary input",
pwr,peakVddDrop,0.0003248,V
worst_setup_path,reg2reg_from,"data_gen_zlp[3]",
cts,clkSlewWorstSetupHoldPaths,80,ps
sta,worst_slack,706.3,ps
logic_synthesis,syn_area_per_cell,9.445,um2
cts,cts-root-buf,"clkbuf_8",
route,routed-wl-met3,179,um
die,ios,39,
logic_synthesis,yosysWarnings,1,
logic_synthesis,synthesis.area,0.002135,mm2
logic_synthesis,ys_seq_share,0.4930,
run,cap_violations,0,
die,chipArea,0.005633,mm2
worst_setup_path,cp-end-kind,"output pin",
sta,report.final.hold_viol_count,0,
sta,rsz0062_at_grt,"false",
logic_synthesis,yosysUniqueCellTypes,33,
sta,tightest_slew,426.5,ps
worst_setup_path,worst_r2r_path_depth,4,
cts,clkSinkCount,42,
sta,setup_viol,0,
route,diodes,0,
pwr,power_density,407.2,mW/mm2
worst_setup_path,worst_r2r_endpoint,"data_gen_zlp[26]",
die,fp_util,0.4179,
logic_synthesis,edf_count,0,
logic_synthesis,ys_chip_area,0.002135,mm2
route,drt_iter0_drc,65,
worst_setup_path,cp.arrival,2010,ps
place,portBuffers,38,
route,vias,1805,
final_layout,syn_to_final_growth,25.44,%
die,row_count,26,
sta,slew_headroom,0.7130,
run,log.warning_count,25,
logic_synthesis,flop_cell,"dfrtp_1",
global_routing,grt_start_max_net_pins,31,
global_routing,grt_pass1_wl,7610,um
logic_synthesis,synth_cells,226,
place,hpwlAfterDp,3204,um
die,die_x,75.05,um
route,dr.pass1.iters,5,
cts,cts_htree_levels,2,
route,wirelength,4466,um
die,die_h,75.05,um
cts,clockBufferDepth,2,
logic_synthesis,ys_cells,226,
place,gp_congestion,0.7978,
global_routing,grt_pass1_vias,1591,
global_routing,grt-ovfl-total,0,
sta,fin_tns_setup,0,ps
cts,cts_tree,"yes",
worst_setup_path,path_max_fanout,9,
logic_synthesis,area_leaders,"dfrtp_1 48%, nand2_1 5.1%, a21oi_1 3.8%, xnor2_1 3.7%, or4_1 3.5%",
sta,min_period_over_period,0.7923,
place,place_ws,500.0,ps
cts,cts_hold_buf,0,
pwr,p_leak,1.018,nW
route,routed-wl-met2,2056,um
route,drc_errors,0,
global_routing,track_usage,0.1799,
route,maxUsedRoutingLayer,"met4",
worst_setup_path,r2r_slack,1200,ps
cts,cts_setup_buffers,0,
logic_synthesis,top_area_frac,0.4807,
sta,max_freq,0.3712,GHz
route,post_drt_via_cell_ratio,5.340,
route,wl_met1,2177,um
route,wire_per_inst,13.21,um
final_layout,layout-drive-gt1-share,0.05970,
cts,cts_made_buffers,5,
die,core-area,0.005107,mm2
logic_synthesis,synth_top_cell_by_area,"dfrtp_1",
logic_synthesis,ys_ff,42,
cts,cts-resized-gates,0,
sta,min_period,2694,ps
place,postPlaceCellArea,0.002586,mm2
final_layout,fin_area,0.002678,mm2
sta,finalMaxSlewViolations,0,
route,drtAntennaViolNets,0,
cts,clock_latency,300,ps
worst_setup_path,critPathRequiredTime,2720,ps
logic_synthesis,synthArstFlopShare,1.000,
min_path,hold_path_class,"in2async",
global_routing,antenna_found_initial,0,
synth_stat cells, drive strengths merged (2+ instances only):
cell	count
and4	5
xnor2	9
o31ai	9
dfrtp	41
nor3	3
and2	2
clkbuf	6
or4	11
mux2i	6
nand4	9
nor4	7
nand2b	5
nand2	29
and3	2
ha	2
or3	8
nor2	18
a21oi	16
xor2	6
o21ai	7
inv	7
nand3	10
state kept, by name, indices dropped and copies added (netlist names):
| register | cells |
|---|---|
| current_zlp_state | 5 |
| strob | 1 |
| data_gen_zlp | 32 |
| strob_cnt | 4 |
power breakdown:
part	total [mW]	switching, mW	internal, mW
combinational	0.145	0.0756	0.0698
clock	0.335	0.171	0.164
sequential	0.610	0.0568	0.553
total	1.09	0.303	0.787
cell usage in the layout, fill, tap and decap left out:
| master | instances |
|---|---|
| buf_4 | 3 |
| o21ai_0 | 7 |
| nand2b_1 | 5 |
| dfstp_2 | 1 |
| inv_1 | 6 |
| nor3_1 | 3 |
| o21a_1 | 1 |
| clkbuf_1 | 1 |
| inv_4 | 1 |
| clkinv_2 | 1 |
| and2_1 | 1 |
| ha_1 | 2 |
| xor2_1 | 6 |
| nor2_1 | 18 |
| a21oi_1 | 16 |
| clkbuf_8 | 6 |
| or3_1 | 8 |
| nand4_1 | 9 |
| a31oi_1 | 1 |
| or4_4 | 1 |
| and2b_1 | 1 |
| dfrtp_1 | 41 |
| xnor2_1 | 9 |
| clkinv_1 | 1 |
| mux2i_1 | 6 |
| and2_4 | 1 |
| and3_1 | 2 |
| nand4b_1 | 1 |
| or2_2 | 1 |
| and4_1 | 5 |
| nand3_1 | 10 |
| nand2_1 | 29 |
| nor4_1 | 7 |
| or4_1 | 10 |
| buf_2 | 1 |
| clkdlybuf4s50_1 | 37 |
| o31ai_1 | 9 |
metrics by stage:
step | power, mW | instances | utilization | hold slack, ps
after floorplan | 0.7169 | 226 | - | 384.4
after global placement | 0.7657 | 330 | 0.5064 | 426.2
after detailed placement | 0.7676 | 330 | 0.5064 | 445.0
after CTS | 1.099 | 338 | 0.5243 | 259.2
after global routing | 1.158 | 338 | 0.5243 | 262.4
final | 1.090 | 338 | 0.5243 | 245.2
per-layer routing:
| metal | up-vias | track usage |
|---|---|---|
| li1 | 905 | - |
| met1 | 852 | 0.2936 |
| met2 | 43 | 0.2693 |
| met3 | 5 | 0.03121 |
| met4 | 0 | 0.02096 |
| met5 | - | 0 |
critical path, stage by stage:
cell and delay, ps:
clkdlybuf4s50_1 530, and2_4 240, inv_4 90, clkdlybuf4s50_1 470
kinds of logic after synthesis:
group           count (synthesis)  synth area share
compound gates                 34           0.09203
simple gates                  112            0.2825
mux                             6           0.02814
flops                          42            0.4930
xor+xnor                       15           0.06155
fa+ha+maj                       2           0.01172
buf+inv                        15           0.03107
final cells by class:
| class | instances | area [um2] |
|---|---|---|
| clock buffers | 7 | 86.33 |
| clock inverters | 1 | 5.005 |
| fillers | 488 | 2430 |
| inverters | 8 | 32.53 |
| multi-input cells | 169 | 1016 |
| flip-flops and latches | 42 | 1052 |
| well taps | 70 | 87.58 |
| repair buffers | 41 | 397.9 |
worst max path at each step:
stage / end / depth (start not counted) / startpoint
after CTS: o_gpif_we_n_zlp_ / 4 / i_gpif_out_ch0_rdy_d
final: o_gpif_we_n_zlp_ / 4 / i_gpif_out_ch0_rdy_d
after global routing: o_gpif_we_n_zlp_ / 4 / i_gpif_out_ch0_rdy_d
Power and IR drop assume default switching activity.
