==> ./design.v <==
`timescale 1ns / 1ps
module fifo (
 din
, write_busy
, fifo_full
, dout
, read_busy
, fifo_empty
, fifo_clk
, rst_n
, fifo_flush
);
input [32-1:0] din;
input write_busy;
input read_busy;
input fifo_clk;
input rst_n;
input fifo_flush;
output [32-1:0] dout;
output fifo_empty;
output fifo_full;
reg  [32-1:0] dout;
reg  fifo_full;
reg  fifo_empty;
reg  [8:0] write_occupancy;
reg  [8:0] read_occupancy;
reg  [8:0] next_write_occupancy;
reg  [8:0] next_read_occupancy;
wire [7:0] next_write_ptr;
reg  [7:0] write_ptr;
wire [7:0] next_read_ptr;
reg  [7:0] read_ptr;
reg  [32-1:0] data_array[256-1:0];
wire [7:0] read_index;
wire [32-1:0] dout_next;
reg  write_busy_d;
always @(posedge fifo_clk or negedge rst_n) begin
	if (!rst_n) begin
		write_ptr <= 8'b0;
	end else begin
		write_ptr <= next_write_ptr;
	end
end  
assign next_write_ptr =  fifo_flush ? 8'b0 : (write_ptr + (write_busy & ~fifo_full));
always @(posedge fifo_clk or negedge rst_n) begin
	if (!rst_n) begin
       		read_ptr <= 8'b0;
  	end else begin
		read_ptr <= next_read_ptr;
	end
end  
assign next_read_ptr = fifo_flush ? 8'b0 : (read_ptr + (read_busy & ~fifo_empty));
assign read_index[8-1:0] = read_busy ? next_read_ptr : read_ptr;
always @(posedge fifo_clk)
	if (write_busy )
		data_array[write_ptr] <= din;
always @(posedge fifo_clk) begin
	dout <= dout_next;
end
assign dout_next = {data_array[read_index[8-1:0]]};
always @(posedge fifo_clk or negedge rst_n) begin
	if (!rst_n) begin
		write_occupancy <= 8'b0;
	end else begin
		write_occupancy <= next_write_occupancy;
	end
end
always @(posedge fifo_clk or negedge rst_n) begin
	if (!rst_n) begin
		read_occupancy <= 8'b0;
	end else begin
		read_occupancy <= next_read_occupancy;
	end
end
always @(posedge fifo_clk or negedge rst_n) begin
        if(!rst_n) begin
                write_busy_d <= 1'b0;
        end else begin
                write_busy_d <= write_busy;
        end
end
always @(*) begin
	if (fifo_flush) begin
		next_read_occupancy = 8'b0;
	end else begin
		case ({write_busy_d,read_busy})
			2'b00: 	next_read_occupancy = read_occupancy;
			2'b01:	next_read_occupancy = read_occupancy - 1'b1;
			2'b10:  next_read_occupancy = read_occupancy + 1'b1;
			2'b11: 	next_read_occupancy = read_occupancy;
			default:   next_read_occupancy = read_occupancy;
		endcase
	end
end
always @(*) begin
	if (fifo_flush) begin
		next_write_occupancy = 8'b0;
	end else begin
		case ({write_busy,read_busy})
			2'b00: 	next_write_occupancy = write_occupancy;
			2'b01:	next_write_occupancy = write_occupancy - 1'b1;
			2'b10: 	next_write_occupancy = write_occupancy + 1'b1;
			2'b11: 	next_write_occupancy = write_occupancy;
			default:   next_write_occupancy = write_occupancy;
		endcase
	end
end
always @(posedge fifo_clk or negedge rst_n) begin
		if (!rst_n)
			fifo_full <= 0;
		else if (next_write_occupancy == 256)
			fifo_full <= 1;
		else
			fifo_full <= 0;
end
always @(posedge fifo_clk or negedge rst_n) begin
		if (!rst_n)
			fifo_empty <= 1;
		else if (next_read_occupancy == 0)
			fifo_empty <= 1;
		else
			fifo_empty <= 0;
end
// synthesis translate_off
always @(posedge fifo_clk) begin
	if (fifo_full && write_busy) begin
		$display("ERROR: %m: Fifo overflow at time %t", $time);
		$finish;
	end
end  
// synthesis translate_on
// synthesis translate_off
always @(posedge fifo_clk) begin
	if (fifo_empty && read_busy) begin
		$display("ERROR: %m: Fifo underflow at time %t", $time);
		$finish;
	end
end  
// synthesis translate_on
endmodule
module prometheus_fx3_loopback(
	input  rst_n,
	input  clk_100,
	input  loopback_mode_selected,
	input  i_gpif_in_ch0_rdy_d,
	input  i_gpif_out_ch0_rdy_d,
	input  i_gpif_in_ch1_rdy_d,
	input  i_gpif_out_ch1_rdy_d,
	input  [31:0]data_in_loopback,
	output o_gpif_re_n_loopback_,
	output o_gpif_oe_n_loopback_,
	output o_gpif_we_n_loopback_,
	output loopback_rd_select_slavefifo_addr,
	output [31:0] data_out_loopback
);
reg [1:0] oe_delay_cnt;	
reg rd_oe_delay_cnt; 
wire [31:0] fifo_data_in;
reg o_gpif_re_n_loopback_d1_;
reg o_gpif_re_n_loopback_d2_;
reg o_gpif_re_n_loopback_d3_;
reg o_gpif_re_n_loopback_d4_;
reg [3:0]current_loop_back_state;
reg [3:0]next_loop_back_state;
parameter [3:0] loop_back_idle                    = 4'd0;
parameter [3:0] loop_back_flagc_rcvd              = 4'd1;
parameter [3:0] loop_back_wait_flagd              = 4'd2;
parameter [3:0] loop_back_read                    = 4'd3;
parameter [3:0] loop_back_read_rd_and_oe_delay    = 4'd4;
parameter [3:0] loop_back_read_oe_delay           = 4'd5;
parameter [3:0] loop_back_wait_flaga              = 4'd6;
parameter [3:0] loop_back_wait_flagb              = 4'd7;
parameter [3:0] loop_back_write                   = 4'd8;
parameter [3:0] loop_back_write_wr_delay          = 4'd9;
parameter [3:0] loop_back_flush_fifo              = 4'd10;
assign o_gpif_re_n_loopback_      = ((current_loop_back_state == loop_back_read) | (current_loop_back_state == loop_back_read_rd_and_oe_delay)) ? 1'b0 : 1'b1;
assign o_gpif_oe_n_loopback_      = ((current_loop_back_state == loop_back_read) | (current_loop_back_state == loop_back_read_rd_and_oe_delay) | (current_loop_back_state == loop_back_read_oe_delay)) ? 1'b0 : 1'b1; 
assign o_gpif_we_n_loopback_      = ((current_loop_back_state == loop_back_write) ) ? 1'b0 : 1'b1;
always @(posedge clk_100, negedge rst_n)begin
	if(!rst_n)begin 
		o_gpif_re_n_loopback_d1_ <= 1'b1;
		o_gpif_re_n_loopback_d2_ <= 1'b1;  
		o_gpif_re_n_loopback_d3_ <= 1'b1;
		o_gpif_re_n_loopback_d4_ <= 1'b1;
 	end else begin
 		o_gpif_re_n_loopback_d1_ <= o_gpif_re_n_loopback_;
		o_gpif_re_n_loopback_d2_ <= o_gpif_re_n_loopback_d1_; 
		o_gpif_re_n_loopback_d3_ <= o_gpif_re_n_loopback_d2_;
		o_gpif_re_n_loopback_d4_ <= o_gpif_re_n_loopback_d3_;
	end	
end
assign fifo_push  = (o_gpif_re_n_loopback_d4_ == 1'b0) & loopback_mode_selected;
assign fifo_pop   = (current_loop_back_state == loop_back_write);
assign fifo_flush = (current_loop_back_state == loop_back_flush_fifo); 
assign fifo_data_in = (o_gpif_re_n_loopback_d4_ == 1'b0) ? data_in_loopback : 32'd0;
assign loopback_rd_select_slavefifo_addr = ((current_loop_back_state == loop_back_flagc_rcvd) | (current_loop_back_state == loop_back_wait_flagd) | (current_loop_back_state == loop_back_read) | (current_loop_back_state == loop_back_read_rd_and_oe_delay) | (current_loop_back_state == loop_back_read_oe_delay));
always @(posedge clk_100, negedge rst_n)begin
	if(!rst_n)begin 
		rd_oe_delay_cnt <= 1'b0;
	end else if(current_loop_back_state == loop_back_read) begin
		rd_oe_delay_cnt <= 1'b1;
        end else if((current_loop_back_state == loop_back_read_rd_and_oe_delay) & (rd_oe_delay_cnt > 1'b0))begin
		rd_oe_delay_cnt <= rd_oe_delay_cnt - 1'b1;
	end else begin
		rd_oe_delay_cnt <= rd_oe_delay_cnt;
	end	
end
always @(posedge clk_100, negedge rst_n)begin
	if(!rst_n)begin 
		oe_delay_cnt <= 2'd0;
	end else if(current_loop_back_state == loop_back_read_rd_and_oe_delay) begin
		oe_delay_cnt <= 2'd2;
        end else if((current_loop_back_state == loop_back_read_oe_delay) & (oe_delay_cnt > 1'b0))begin
		oe_delay_cnt <= oe_delay_cnt - 1'b1;
	end else begin
		oe_delay_cnt <= oe_delay_cnt;
	end	
end
always @(posedge clk_100, negedge rst_n)begin
	if(!rst_n)begin 
		current_loop_back_state <= loop_back_idle;
	end else begin
		current_loop_back_state <= next_loop_back_state;
	end	
end
always @(*)begin
	next_loop_back_state = current_loop_back_state;
	case(current_loop_back_state)
	loop_back_idle:begin
		if(loopback_mode_selected & (i_gpif_in_ch1_rdy_d == 1'b1))begin
			next_loop_back_state = loop_back_flagc_rcvd;
		end else begin
			next_loop_back_state = loop_back_idle;
		end
	end	
        loop_back_flagc_rcvd:begin
		next_loop_back_state = loop_back_wait_flagd;
	end	
	loop_back_wait_flagd:begin
		if(i_gpif_out_ch1_rdy_d == 1'b1)begin
			next_loop_back_state = loop_back_read;
		end else begin
			next_loop_back_state = loop_back_wait_flagd;
		end
	end	
        loop_back_read :begin
                if(i_gpif_out_ch1_rdy_d == 1'b0)begin
			next_loop_back_state = loop_back_read_rd_and_oe_delay;
		end else begin
			next_loop_back_state = loop_back_read;
		end
	end
	loop_back_read_rd_and_oe_delay : begin
		if(rd_oe_delay_cnt == 0)begin
			next_loop_back_state = loop_back_read_oe_delay;
		end else begin
			next_loop_back_state = loop_back_read_rd_and_oe_delay;
		end
	end
        loop_back_read_oe_delay : begin
		if(oe_delay_cnt == 0)begin
			next_loop_back_state = loop_back_wait_flaga;
		end else begin
			next_loop_back_state = loop_back_read_oe_delay;
		end
	end
	loop_back_wait_flaga :begin
		if (i_gpif_in_ch0_rdy_d == 1'b1)begin
			next_loop_back_state = loop_back_wait_flagb; 
		end else begin
			next_loop_back_state = loop_back_wait_flaga; 
		end
	end
	loop_back_wait_flagb :begin
		if (i_gpif_out_ch0_rdy_d == 1'b1)begin
			next_loop_back_state = loop_back_write; 
		end else begin
			next_loop_back_state = loop_back_wait_flagb; 
		end
	end
	loop_back_write:begin
		if(i_gpif_out_ch0_rdy_d == 1'b0)begin
			next_loop_back_state = loop_back_write_wr_delay;
		end else begin
		 	next_loop_back_state = loop_back_write;
		end
	end
        loop_back_write_wr_delay:begin
			next_loop_back_state = loop_back_flush_fifo;
	end
	loop_back_flush_fifo:begin
		next_loop_back_state = loop_back_idle;
	end
	endcase
end
fifo fifo_inst(
	.din(fifo_data_in)
        ,.write_busy(fifo_push)
	,.fifo_full()
	,.dout(data_out_loopback)
	,.read_busy(fifo_pop)
	,.fifo_empty()
	,.fifo_clk(clk_100)
	,.rst_n(rst_n)
	,.fifo_flush(fifo_flush)
);
endmodule
==> ./run.sh <==
#!/bin/bash
# OpenROAD 26Q1-2900-gdf79404cd8, Yosys 0.63+post, stock flow scripts
make -C /OpenROAD-flow-scripts/flow DESIGN_CONFIG=/design/flow/config.mk WORK_HOME=/design/flow/orfs finish
==> ./config.mk <==
export PLATFORM = sky130hd
export DESIGN_NAME = prometheus_fx3_loopback
export DESIGN_NICKNAME = prometheus_fx3_loopback
export VERILOG_FILES = /design/flow/design.v
export SDC_FILE = /design/flow/constraint.sdc
export NUM_CORES = 4
export LEC_CHECK = 1
export CORE_UTILIZATION = 40
export SYNTH_MEMORY_MAX_BITS = 65536
==> ./constraint.sdc <==
current_design prometheus_fx3_loopback

set clk_period 212.8
set clk_io_pct 0.2

create_clock -name clk0 -period $clk_period [get_ports {clk_100}]

set non_clock_inputs [all_inputs -no_clocks]
set_input_delay [expr $clk_period * $clk_io_pct] -clock clk0 $non_clock_inputs
set_output_delay [expr $clk_period * $clk_io_pct] -clock clk0 [all_outputs]
==> reports/summary.rpt <==
STATUS
----------------------------------------------------------------------------------------------------
Result of the run                                                                       complete, but fails checks
Violated checks                                                                         max-capacitance violations, max-slew violations

CRITICAL PATH
----------------------------------------------------------------------------------------------------
Launching element type of the critical path                                                input pin
Worst setup path class                                                                        in2reg
CP required                                                                                213.63 ns
Critical-path maximum fanout                                                                      48
Critical path arrival                                                                       46.33 ns
Type of element capturing the critical path                                                flip-flop

LAYOUT
----------------------------------------------------------------------------------------------------
Seq. cell area                                                                            248000 µm²
Post-layout util                                                                               45.9%
Synthesis-to-layout area growth                                                                14.2%
Multi-input gate area                                                                      72000 µm²
FILL cells                                                                                     66500
Share of layout cells above drive strength 1                                                   18.3%

LOGIC SYNTHESIS
----------------------------------------------------------------------------------------------------
Share of synthesized cell area in full adder, half adder and majority cells                   0.102%
Synth Warn #                                                                                       6
Number of unique standard cell types used by synthesis                                            82
Area share, top type                                                                           76.2%
Largest area contributor in the netlist                                                     edfxtp_1
Top non-seq family                                                                      multiplexers
Most common flop cell mapped by yosys                                                       edfxtp_1
Post-synthesis cell count                                                                      18400
Share of flip-flops with an asynchronous set or reset                                         0.664%
Mapped Avg Cell Area                                                                        17.6 µm²
Sequential share of the synthesized area                                                       76.8%
Area share of xor/xnor cells in the synthesized design                                       0.0624%
Number of flops mapped to enable cells by yosys                                                 8192
Area fraction in compound gates                                                                5.35%
Syn Std Cell Area                                                                         323000 µm²
Simple-gate share of the synthesized area                                                      6.14%
Yosys stat chip area                                                                      323000 µm²
Top area cells in the synthesized netlist                                               edfxtp_1, mux4_2, nand2_1, mux2i_1, nand3_1
Post-synthesis register bit count                                                               8279
Number of cells in the yosys synthesis report                                                  18400
Mux area share                                                                                 9.68%

CLOCKING
----------------------------------------------------------------------------------------------------
Clock-pin slew reported for the worst setup and hold paths after clock tree synthesis        0.06 ns
Clock tree from TritonCTS                                                                        yes
CTS Buffer Depth                                                                                   4
Number of H-tree levels                                                                            6
Clock latency at the later pin of the worst-skew pair                                        1.23 ns
Post-CTS Hold Buffers                                                                              0
Inserted Clock Buffers                                                                           822
Count of clock tree sinks                                                                       8279
Gates resized, CTS repair                                                                          0
Buffers inserted by post-CTS timing repair                                                         0
Root Driver                                                                                clkbuf_16

TIMING
----------------------------------------------------------------------------------------------------
Final period utilization                                                                       21.4%
Worst-case headroom to the max-slew limit                                                    -0.316%
Number of setup violations in the final report                                                     0
Number of max-slew violations in the final report                                                  1
Post-route minimum period                                                                   45.51 ns
Sum of negative setup slack                                                                     0 ns
Post-route clock skew                                                                       0.158 ns
Slew @ Worst Pin                                                                             1.49 ns
Unrepaired setup endpoints after global routing                                                   no
Highest attainable clock frequency                                                          22.0 MHz
Total count of hold-check failures in the final report                                             0

DIE
----------------------------------------------------------------------------------------------------
Die area                                                                                  811000 µm²
Effective utilization at floorplan                                                             40.2%
Number of I/O pins                                                                                75
Area of the placeable core                                                                804000 µm²
Standard-cell row count                                                                          329
Die width                                                                                     900 µm
Vertical die dimension                                                                        900 µm

PLACED DESIGN
----------------------------------------------------------------------------------------------------
Gp weighted congestion                                                                         0.982
Buffers added on ports                                                                            74
Final HPWL DP                                                                              629000 µm

POWER
----------------------------------------------------------------------------------------------------
Worst IR drop on VDD                                                                     0.0000106 V
Pwr dens                                                                                 13.0 nW/µm²
Static power due to leakage                                                                   118 nW

ROUTE
----------------------------------------------------------------------------------------------------
Final antenna-violating net count                                                                  0
Drt first-iter violations                                                                      13900
Vias per std cell                                                                               5.78
Drc violations                                                                                     0
Via count of the routed design                                                                178000
First-pass detailed-route iteration total                                                          8
Total Routed Length                                                                       1020000 µm
Routed length per instance                                                                   33.1 µm

JOB
----------------------------------------------------------------------------------------------------
Number of max-cap violations                                                                       1
OpenROAD warning count                                                                            37

GLOBAL ROUTING
----------------------------------------------------------------------------------------------------
Antenna violations before repair                                                                  86
Grt total ovfl                                                                                     0
Largest net degree at the start of global routing                                                124
Tot GR Track Use                                                                               27.3%
Global-route wire length before repair                                                    1420000 µm
Number of global-route vias before repair                                                     186000

HOLD PATH
----------------------------------------------------------------------------------------------------
HP Class                                                                                     reg2reg

[layer usage]
metal / track usage [%] / vias up / part of all wire (%)
li1: - / 75400 / -
met4: 12.7 / 103 / 6.3
met5: 4.58 / - / 0.44
met3: 23.5 / 2123 / 20
met2: 37.5 / 11100 / 44
met1: 29.5 / 88700 / 30
[cell usage in the layout, fill, tap and decap left out, drive strengths merged, types with 68 or more instances in the layout]
cell	count
nand4	100
buf	1049
nor3	68
a31oi	303
o22ai	129
a22oi	207
nand3	680
mux2i	808
clkdlybuf4s50	73
and3	389
mux4	1028
a221oi	188
nor2	500
a311oi	256
a21oi	340
clkinv	405
diode	204
nand2	2625
edfxtp	8192
nor2b	80
a221o	107
o21ai	258
clkbuf	1024
a211oi	166
[state kept, by name, indices dropped and copies added, names as in the netlist]
name	count
fifo_inst.data_array	8192
fifo_inst.read_occupancy	9
o_gpif_re_n_loopback_d4_	1
oe_delay_cnt	2
fifo_inst.write_occupancy	9
o_gpif_re_n_loopback_d2_	1
o_gpif_re_n_loopback_d1_	1
rd_oe_delay_cnt	1
fifo_inst.write_busy_d	1
fifo_inst.fifo_empty	1
fifo_inst.write_ptr	8
fifo_inst.dout	32
o_gpif_re_n_loopback_d3_	1
current_loop_back_state	11
fifo_inst.read_ptr	8
fifo_inst.fifo_full	1
[cell families after synthesis]
kind of cell / after synthesis
buf+inv: 1259
compound gates: 2400
mux: 1838
fa+ha+maj: 25
xor+xnor: 23
simple gates: 4544
flops: 8279
[critical path: stages]
cell             delay [ns]
clkdlybuf4s50_1        0.48
nor2b_4                0.14
buf_4                  0.42
buf_4                  0.57
buf_4                  0.61
buf_4                  0.60
buf_4                  0.68
[metrics by stage]
step                      instance area (µm²)  instances  setup slack [ns]  power, mW  hold slack, ns
final                                  369000      30700            167.29       4.78           0.353
after floorplan                        323000      18400            162.64       2.76           0.331
after global routing                   369000      30600            167.16       4.93           0.362
after CTS                              368000      30500            167.42       4.77           0.359
after detailed placement               342000      29000            166.21       3.39           0.344
after global placement                 342000      29000            166.15       3.38           0.344
[worst paths after layout]
check / start / to / slack, ns / cells past startpoint
min reg2reg: current_loop_back_state[7] / current_loop_back_state[4] / 0.35 / 0
max in group asynchronous: rst_n / fifo_inst.write_ptr[2] / 170.59 / 2
min: current_loop_back_state[7] / current_loop_back_state[4] / 0.35 / 0
max reg2reg: current_loop_back_state[1] / fifo_inst.dout[7] / 202.16 / 22
min in group asynchronous: rst_n / fifo_inst.read_occupancy[6] / 41.24 / 1
max: data_in_loopback[1] / fifo_inst.data_array[240][1] / 167.29 / 7
[power by group]
part	internal [mW]	switching, mW	total (mW)
clock	0.778	0.622	1.40
sequential	1.91	0.00671	1.91
combinational	0.435	1.03	1.47
total	3.12	1.66	4.78
[area by class of cell]
type,instances,share of cell area [%]
sequential,8279,67.3
multi-input combinational,8830,19.5
clock buffer,1024,5.83
tap,10800,3.65
timing repair buffer,1122,2.43
clock inverter,479,1.17
antenna,204,0.138
inverter,16,0.0163
[Yosys cell counts (79+ instances only)]
library cell	number
a211oi_1	166
a21oi_1	340
a221o_1	107
a221oi_1	188
a22oi_1	207
a311oi_1	256
a31oi_1	302
and3_1	389
buf_1	95
buf_2	523
buf_4	113
clkbuf_1	489
edfxtp_1	8192
mux2i_1	808
mux4_2	1028
nand2_1	2621
nand3_1	680
nand4_1	100
nor2_1	495
nor2b_1	79
o21ai_0	234
o22ai_1	129
Power figures rest on the tool's default switching activity, not on a simulated workload.
