--- design/flow/design.v ---
module prometheus_fx3_partial(
	input  rst_n,
        input  clk_100,
        input  partial_mode_selected,
        input  i_gpif_in_ch0_rdy_d,
        input  i_gpif_out_ch0_rdy_d,
        output o_gpif_we_n_partial_,
	output o_gpif_pkt_end_n_partial_,
        output [31:0] data_out_partial
);
reg [2:0]current_partial_state;
reg [2:0]next_partial_state;
parameter [2:0] partial_idle                      = 3'd0;
parameter [2:0] partial_wait_flagb                = 3'd1;
parameter [2:0] partial_write                     = 3'd2;
parameter [2:0] partial_write_wr_delay            = 3'd3;
parameter [2:0] partial_wait		          = 3'd4;
reg [3:0] strob_cnt;
reg       strob; 
reg [3:0] short_pkt_cnt;
reg [31:0]data_gen_partial;
reg o_gpif_pkt_end_n_prtl_;
assign o_gpif_we_n_partial_ = ((current_partial_state == partial_write) && (i_gpif_out_ch0_rdy_d == 1'b1)) ? 1'b0 : 1'b1;
always @(posedge clk_100, negedge rst_n)begin
	if(!rst_n)begin 
		short_pkt_cnt <= 4'd0;
	end else if(current_partial_state == partial_idle)begin
		short_pkt_cnt <= 4'd0;
	end else if((current_partial_state == partial_write))begin
		short_pkt_cnt <= short_pkt_cnt + 1'b1;
	end	
end
always @(posedge clk_100, negedge rst_n)begin
	if(!rst_n)begin 
		strob_cnt <= 4'd0;
	end else if(current_partial_state == partial_idle)begin
		strob_cnt <= 4'd0;
	end else if(current_partial_state == partial_wait)begin
		strob_cnt <= strob_cnt + 1'b1;
	end	
end
always@(posedge clk_100, negedge rst_n)begin
	if(!rst_n)begin
		strob <= 1'b0;
	end else if((current_partial_state == partial_wait) && (strob_cnt == 4'b0111)) begin
		strob <= !strob;
	end
end
always@(*)begin
	if((partial_mode_selected) & (strob == 1'b1) & (short_pkt_cnt == 4'b1111))begin
		o_gpif_pkt_end_n_prtl_ = 1'b0;
	end else begin
		o_gpif_pkt_end_n_prtl_ = 1'b1;
	end
end	
assign o_gpif_pkt_end_n_partial_ = o_gpif_pkt_end_n_prtl_;
always @(posedge clk_100, negedge rst_n)begin
	if(!rst_n)begin 
		current_partial_state <= partial_idle;
	end else begin
		current_partial_state <= next_partial_state;
	end	
end
always @(*)begin
	next_partial_state = current_partial_state;
	case(current_partial_state)
	partial_idle:begin
		if((partial_mode_selected) & (i_gpif_in_ch0_rdy_d == 1'b1))begin
			next_partial_state = partial_wait_flagb; 
		end else begin
			next_partial_state = partial_idle;
		end	
	end
	partial_wait_flagb :begin
		if (i_gpif_out_ch0_rdy_d == 1'b1)begin
			next_partial_state = partial_write; 
		end else begin
			next_partial_state = partial_wait_flagb; 
		end
	end
	partial_write:begin
		if((i_gpif_out_ch0_rdy_d == 1'b0) | ((strob == 1'b1) & (short_pkt_cnt == 4'b1111)))begin
			next_partial_state = partial_write_wr_delay;
		end else begin
		 	next_partial_state = partial_write;
		end
	end
        partial_write_wr_delay:begin
		next_partial_state = partial_wait;
	end
	partial_wait:begin
		if(strob_cnt == 4'b0111)begin
			next_partial_state = partial_idle;
		end else begin
			next_partial_state = partial_wait;
		end
	end	
	endcase
end
always @(posedge clk_100, negedge rst_n)begin
	if(!rst_n)begin 
		data_gen_partial <= 32'd0;
	end else if((o_gpif_we_n_partial_ == 1'b0) & (partial_mode_selected)) begin
		data_gen_partial <= data_gen_partial + 1;
	end else if (!partial_mode_selected) begin
		data_gen_partial <= 32'd0;
	end	
end
assign data_out_partial = data_gen_partial;
endmodule
--- design/flow/run.sh ---
#!/bin/bash
# OpenROAD 26Q1-2900-gdf79404cd8, Yosys 0.63+post, stock flow scripts
make -C /OpenROAD-flow-scripts/flow DESIGN_CONFIG=/design/flow/config.mk WORK_HOME=/design/flow/orfs finish
--- design/flow/config.mk ---
export PLATFORM = sky130hd
export DESIGN_NAME = prometheus_fx3_partial
export DESIGN_NICKNAME = prometheus_fx3_partial
export VERILOG_FILES = /design/flow/design.v
export SDC_FILE = /design/flow/constraint.sdc
export NUM_CORES = 4
export LEC_CHECK = 1
export CORE_UTILIZATION = 30
--- design/flow/constraint.sdc ---
current_design prometheus_fx3_partial

set clk_period 3.9
set clk_io_pct 0.2

create_clock -name clk0 -period $clk_period [get_ports {clk_100}]

set non_clock_inputs [all_inputs -no_clocks]
set_input_delay [expr $clk_period * $clk_io_pct] -clock clk0 $non_clock_inputs
set_output_delay [expr $clk_period * $clk_io_pct] -clock clk0 [all_outputs]
==> results.txt <==
Update from the flow run.

The floorplan utilization is 31.3%. The routed wire length is 4.83 mm. The number of slew-limit violations in the final report is 0. In the final routed layout, each cell accounts on average for 13.2 um.

The number of antenna cells inserted is 0. After floorplanning, the die was sized to cover 7970 um^2. On the worst setup and hold paths after CTS, the clock-pin slew comes to 0.09 ns.

The number of filler cells placed in the layout is 748. The startpoint of the lowest-slack register-to-register path is data_gen_partial[3]$_DFFE_PN0P_. The cell depth of the worst flop-to-flop path is 4. The flow reports that sequential cells draw 55.6% of the design power.

The worst VDD IR drop from the latest analysis is 0.207 mV. The number of buffers created by CTS is 5. The internal reg-to-reg setup slack is 1.81 ns. After synthesis, the design contains 234 cells according to Yosys. TritonCTS built the clock tree.

Dividing the detail-routed via count by the number of cells gives 5.04. Data arrives at the worst endpoint at 2.01 ns. The per-instance average area after synthesis is 9.76 um^2.

For this run, the top clock speed supported by timing is 0.359 GHz. After the first detailed-routing iteration, the DRC count stood at 87. Tracing the worst setup path back leads to its startpoint at partial_mode_selected. Looking at the power breakdown, combinational cells take 11.7% of the total. The number of global-route vias before repair is 1612. The clock power share is 32.7%. The worst setup path is launched from an input port. The worst hold path class is input port to asynchronous set/reset pin. The global router's overall resource usage is 12.7%. The area growth from synthesis to layout is 24.2%. Post-route period utilization is reported as 71.5%. The critical path is of the input port to output port type. Yosys reports that the leading cell type by area covers 49.3% of the netlist area. The last weighted congestion value of the routability-driven placer is 0.756. The clock latency of the later-clocked register in the worst-skew pair is 0.29 ns. After detailed placement, the design holds a cell count of 359. The total negative slack is 0 ns. The maximum number of pins on one net before global-route repair is 34. Max fanout on the critical path was recorded as 3. The cell-internal power is 0.000787 W.

Sorting the synthesized cells by area gives the leading types as sky130_fd_sc_hd__dfrtp_1 49%, sky130_fd_sc_hd__o31ai_1 5.9%, sky130_fd_sc_hd__or4_1 5.9%, sky130_fd_sc_hd__a21oi_1 5.5%, sky130_fd_sc_hd__xor2_1 4.2%. For the completed layout, the total cell area is recorded as 2840 um^2. The number of max-cap violations is 0.

The final instance count without filler cells is 367. The cell area reported after detailed placement is 2730 um^2. Post-CTS timing repair inserted 0 buffers for setup. The first-pass GRT wire length is 7.75 mm. The register share after synthesis is 50.4%. Clock skew on the completed layout was measured at 0.00883 ns.

The post-synthesis register bit count is 46. The synthesis warning total is 1. The detailed-route DRC error count is 0. Measured against its own limit, the worst slew margin works out to 71.8%. The root buffer cell chosen for the clock tree is sky130_fd_sc_hd__clkbuf_8. Summed over all layers, the global routing overflow is 0. In this run switching power makes up 25.7% of total power. The biggest area consumer among synthesized cells is sky130_fd_sc_hd__dfrtp_1. The number of I/O port buffers is 38. The floorplan step set the die height to 89.3 um.

The endpoint of the lowest-slack register-to-register path is data_gen_partial[29]$_DFFE_PN0P_. The area of the mapped netlist is 2280 um^2. The end-of-flow timing check tallies setup violations at 0. The chip area line of the yosys report is 2280 um^2.

Summed over all cells, the static leakage comes to 1.10 nW. The pre-antenna-repair detailed-routing pass consisted of 4 iterations. The number of endpoints with negative hold slack in the final report is 0. The maximum clock path buffer count is 2. The gate count after technology mapping is 234. STA puts the critical path data required time at 3.12 ns. Setup repair after global routing left no endpoint under its margin. The run finished with clean final reports. The hold buffer count at CTS is 0.

Warnings raised by the tools during the run amount to 25. Per the summary, power density relative to cell area is 373 nW/um^2. The number of cell rows is 31. The slew of the pin with the lowest slew margin is 0.423 ns. After synthesis, the netlist uses 29 different library cells.

After legalization and detailed placement, the total HPWL measured 3.23 mm. After layout, the minimum clock period comes to 2.79 ns. The type of destination of the critical path is an output port. The net switching power in the latest report is 0.000273 W. The number of top-level pins is 39. From left edge to right edge, the die measures 89.3 um.

Per the OpenROAD floorplan log, the area of the core is 7290 um^2. The number of antenna violations at the first check in global routing was 0. Detailed routing inserted a total of 1850 vias. The clock tree synthesis step divided the H-tree into 2 levels. The remaining antenna violation count is 0.

The total clock sinks is 46. Of the cells placed in the final design, the portion with a size suffix greater than 1 is 4.48%. The post-cts repair resize count is 0.
[cells in the final DEF (no fill, tap or decap), types with 6 or more instances in the layout]
cell	instances
sky130_fd_sc_hd__dfrtp_1	45
sky130_fd_sc_hd__clkdlybuf4s50_1	37
sky130_fd_sc_hd__a21oi_1	25
sky130_fd_sc_hd__nand2_1	22
sky130_fd_sc_hd__o31ai_1	18
sky130_fd_sc_hd__or4_1	18
sky130_fd_sc_hd__nor2_1	16
sky130_fd_sc_hd__nand3_1	12
sky130_fd_sc_hd__xor2_1	11
sky130_fd_sc_hd__nand4_1	10
sky130_fd_sc_hd__inv_1	6
sky130_fd_sc_hd__o21ai_0	6
[worst max-delay path, stage by stage]
cell and delay [ns]:
sky130_fd_sc_hd__clkdlybuf4s50_1 0.49, sky130_fd_sc_hd__inv_1 0.06, sky130_fd_sc_hd__or2_2 0.28, sky130_fd_sc_hd__clkdlybuf4s50_1 0.40
[flip-flops by register name, summed over array words and instances, names as in the netlist]
| signal | count |
|---|---|
| strob | 1 |
| data_gen_partial | 32 |
| short_pkt_cnt | 4 |
| strob_cnt | 4 |
| current_partial_state | 5 |
[metal layers]
layer / vias to the layer above / GRT usage (%) / part of all wire, %
met2: 39 / 20.4 / 46
met3: 2 / 2.34 / 4.4
met1: 879 / 19.4 / 50
met4: 0 / 1.01 / 0.31
li1: 930 / - / -
met5: - / 0 / 0
[stage by stage]
step                worst slack (ns)  util [%]  power (W)  hold slack, ns
floorplan                       1.95         -   0.000683           0.404
global placement                1.11      37.4   0.000721           0.421
detailed placement              1.11      37.4   0.000725           0.423
CTS                             1.10      38.9    0.00108           0.372
global route                    1.06      38.9    0.00112           0.386
finish                          1.11      38.9    0.00106           0.366
[synthesized netlist by cell type]
| library cell | count |
|---|---|
| sky130_fd_sc_hd__dfrtp_1 | 45 |
| sky130_fd_sc_hd__nand4_1 | 10 |
| sky130_fd_sc_hd__xnor2_1 | 4 |
| sky130_fd_sc_hd__nand4_4 | 1 |
| sky130_fd_sc_hd__and4_1 | 5 |
| sky130_fd_sc_hd__and2_1 | 3 |
| sky130_fd_sc_hd__o31ai_1 | 18 |
| sky130_fd_sc_hd__a21oi_1 | 25 |
| sky130_fd_sc_hd__inv_1 | 6 |
| sky130_fd_sc_hd__buf_2 | 4 |
| sky130_fd_sc_hd__nor2_1 | 16 |
| sky130_fd_sc_hd__or3_1 | 4 |
| sky130_fd_sc_hd__clkbuf_1 | 6 |
| sky130_fd_sc_hd__ha_1 | 3 |
| sky130_fd_sc_hd__buf_6 | 1 |
| sky130_fd_sc_hd__nand2_1 | 22 |
| sky130_fd_sc_hd__a21o_1 | 1 |
| sky130_fd_sc_hd__or4_1 | 18 |
| sky130_fd_sc_hd__xor2_1 | 11 |
| sky130_fd_sc_hd__buf_1 | 2 |
| sky130_fd_sc_hd__dfstp_2 | 1 |
| sky130_fd_sc_hd__o21ai_0 | 6 |
| sky130_fd_sc_hd__and3_1 | 3 |
| sky130_fd_sc_hd__a21boi_0 | 1 |
| sky130_fd_sc_hd__or2_2 | 1 |
| sky130_fd_sc_hd__buf_4 | 1 |
| sky130_fd_sc_hd__nand3_1 | 12 |
| sky130_fd_sc_hd__nor2b_1 | 2 |
| sky130_fd_sc_hd__mux2i_1 | 2 |
[power groups by stage]
| stage | logic, W | clock network (W) | registers, W |
|---|---|---|---|
| 6_report | 0.000124 | 0.000347 | 0.000589 |
| 5_1_grt | 0.000148 | 0.000377 | 0.000599 |
| 4_1_cts | 0.000126 | 0.000360 | 0.000590 |
[logic make-up (layout without fill, tap and decap cells)]
group	count (synthesis)	after routing	share of synthesized area, %
fa+ha+maj	3	3	1.64
mux	2	2	0.876
flops	46	46	50.4
compound gates	51	51	13.4
xor+xnor	15	15	5.75
buf+inv	20	54	4.00
simple gates	97	97	23.9
[worst max path at each step]
stage	end	depth (start not counted)	slack, ns
CTS	o_gpif_pkt_end_n_partial_	4	1.10
global route	o_gpif_pkt_end_n_partial_	4	1.06
finish	o_gpif_pkt_end_n_partial_	4	1.11
[cell type report]
class | count | area [um^2] | share of cell area [%]
flip-flops and latches | 46 | 1150 | 40.6
inverters | 6 | 22.5 | 0.794
clock inverters | 1 | 30.0 | 1.06
clock buffers | 7 | 76.3 | 2.69
multi-input cells | 168 | 1040 | 36.7
well taps | 99 | 124 | 4.37
repair buffers | 40 | 390 | 13.8
Power and IR drop assume default switching activity.
